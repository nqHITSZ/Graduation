## design.v

```verilog
`timescale 1ns / 1ps
module adder28_un(A, B, CLK, CE, SCLR, S);
input [27:0]A;
input [27:0]B;
input CLK;
input CE;
input SCLR;
output reg [27:0]S;
always @(posedge CLK)
	if(SCLR)
		S <= 0;
	else if(CE)
		S <= A + B;
endmodule
```

## run.sh

```bash
#!/bin/bash
# OpenROAD 26Q1-2900-gdf79404cd8, Yosys 0.63+post, stock flow scripts
make -C /OpenROAD-flow-scripts/flow DESIGN_CONFIG=/design/flow/config.mk WORK_HOME=/design/flow/orfs finish
```

## config.mk

```make
export PLATFORM = sky130hd
export DESIGN_NAME = adder28_un
export DESIGN_NICKNAME = adder28_un
export VERILOG_FILES = /design/flow/design.v
export SDC_FILE = /design/flow/constraint.sdc
export NUM_CORES = 4
export LEC_CHECK = 1
export CORE_AREA = 10 10 112 112
export DIE_AREA = 0 0 122 122
```

## constraint.sdc

```tcl
current_design adder28_un

set clk_period 8.6
set clk_io_pct 0.2

create_clock -name clk0 -period $clk_period [get_ports {CLK}]

set non_clock_inputs [all_inputs -no_clocks]
set_input_delay [expr $clk_period * $clk_io_pct] -clock clk0 $non_clock_inputs
set_output_delay [expr $clk_period * $clk_io_pct] -clock clk0 [all_outputs]
```

==> impl_metrics.yaml <==
# synthesis and place-and-route metrics
clock_tree:
  root_buffer: "clkbuf_8"
  insertion_delay_ps: 270
  post-cts-setup-buffers: 0
  cts_buffers: 3
  cts_tree: "yes"
  h-tree-depth: 1
  ctsHoldBuffers: 0
  cts.reportedPaths.clkPinSlew_ps: 100
  post_cts_resized: 0
  cts_buffer_depth: 2
  clock-sinks: 28
pwr:
  power.leakage_nw: 1.36
  p_comb_frac: 0.465
  vdd_ir_drop_max_uv: 58.4
  powerDensity_mw_per_mm2: 118
  netSwitchingFraction: 0.336
  power_frac_clock: 0.173
  power_switching_w: 0.000141
  power.internal_w: 0.000278
  p_seq_frac: 0.361
logic_synthesis:
  ys_cells: 324
  synth_warnings: 1
  flop_cell: "dfxtp_1"
  synth_flops: 28
  synth-async-reset-ratio: 0
  syn_inst: 324
  netlist_area_mm2: 0.00254
  yosysTopAreaCellShare: 0.221
  syn-mean-instance-area_um2: 7.83
  synth-seq-area-share: 0.221
  ys_area_mm2: 0.00254
  synth.distinct_cells: 49
  synth.area.top_cells: "dfxtp_1, ha_1, a21oi_1, nor2_1, o21ai_0"
  synth-edff-count: 0
  top_area_cell: "dfxtp_1"
worst_setup_path:
  critPathMaxFanout: 4
  end_kind: "register"
  crit_arrival_ps: 4330
  path_class: "primary input to register"
  cp.required_ps: 8760
  cp-start-kind: "primary input"
timing:
  setup_violations: 0
  rsz0062_at_grt: "false"
  finalMaxSlewViolations: 0
  fin_crit_ps: 4180
  hold_viol: 0
  finClkSkew_ps: 0
  period_used_share: 0.486
  setup_tns_ps: 0
  worst_slack_ps: 4420
  max_freq_mhz: 239
  tightest_slew_ps: 512
  whs_ps: 469
  relSlewSlack: 0.658
placement:
  routabilityCongestion: 0.888
  hpwlAfterDp_um: 6770
  io_buffers: 86
  dp_worst_setup_slack_ps: 4130
  place_area_mm2: 0.00351
  place_inst: 532
die:
  rows: 37
  die_x_um: 122
  core_mm2: 0.0102
  chipArea_mm2: 0.0149
  ioPinCount: 87
  fp_util: 0.248
  die.size.y_um: 122
drt:
  wl_um: 8150
  ant_nets: 0
  drc_errors: 0
  avgViaCountPerCell: 4.89
  diodes: 0
  num_vias: 2614
  drt_iter0_drc: 179
  drt_pass1_iterations: 4
  wl_per_cell_um: 15.2
cells_and_area:
  top_register: "S"
  final_cells: 535
  final_cell_area_mm2: 0.00355
  nFillCells: 1063
  drive_above_1_share: 0.0301
  top_regs: "S x28"
  syn2layout_area_growth_pct: 40.0
  largest_reg_flops: 28
global_route:
  grt-ovfl-total: 0
  grt_max_degree: 29
  antenna_found_initial: 0
  grt_pass1_wl_um: 13600
  track_usage: 0.110
  grt_pass1_vias: 2626
run:
  tool_warnings: 25
  maxCapViolations: 0
worst_hold_path:
  hp-class: "register to register"
outcome:
  status: "finished, final reports clean"
area by class of cell:
| cell class | count | area, um2 | area share |
|---|---|---|---|
| multi-input cells | 266 | 1850 | 0.521 |
| repair buffers | 88 | 876 | 0.247 |
| flip-flops and latches | 28 | 561 | 0.158 |
| well taps | 136 | 170 | 0.0479 |
| inverters | 14 | 52.6 | 0.0148 |
| clock buffers | 3 | 41.3 | 0.0116 |
synthesized netlist by cell type, types with 3 or more instances:
| library cell | count |
|---|---|
| a211oi_1 | 9 |
| nand3b_1 | 3 |
| o21bai_1 | 5 |
| nor2b_1 | 4 |
| inv_1 | 14 |
| mux2i_1 | 7 |
| buf_1 | 3 |
| ha_1 | 27 |
| a221o_1 | 3 |
| a21o_1 | 7 |
| clkbuf_1 | 7 |
| nor2_1 | 35 |
| a21oi_1 | 30 |
| xnor2_1 | 9 |
| o211ai_1 | 9 |
| nand4_1 | 5 |
| nand2_1 | 22 |
| dfxtp_1 | 28 |
| xor2_1 | 7 |
| nand3_1 | 13 |
| o21a_1 | 3 |
| nor3_1 | 8 |
| o21ai_0 | 21 |
| a31oi_1 | 4 |
| o22ai_1 | 3 |
| buf_2 | 5 |
layout by cell type (no fill, tap or decap), drive strengths merged, types with 3 or more instances in the layout:
cell type | Yosys | final
o211ai | 9 | 9
o21ai | 25 | 25
a221o | 3 | 3
nand3 | 13 | 13
nor2b | 4 | 4
o21a | 3 | 3
o22ai | 3 | 3
clkbuf | 7 | 3
a21o | 7 | 7
clkdlybuf4s50 | 0 | 86
xnor2 | 9 | 9
a211oi | 10 | 10
nand3b | 3 | 3
xor2 | 7 | 7
ha | 27 | 27
nand4 | 5 | 5
a21oi | 30 | 30
nor2 | 35 | 35
mux2i | 7 | 7
inv | 14 | 14
nand2 | 22 | 22
o21bai | 6 | 6
dfxtp | 28 | 28
a31oi | 4 | 4
nor3 | 8 | 8
worst max-delay path, cell delays in order:
cell             delay (ps)
clkdlybuf4s50_1         400
ha_1                    240
fa_1                    450
a211oi_2                240
o211ai_1                140
a311o_2                 390
a211oi_1                350
o21ai_0                 180
xnor2_1                 140
o21ai_0                  80
cell families after synthesis:
| group | synth area share |
|---|---|
| AOI/OAI and AO/OA | 0.331 |
| buffers and inverters | 0.0498 |
| and+or+nand+nor | 0.174 |
| DFF | 0.221 |
| xor gates and xnor gates | 0.0553 |
| adders and majority gates | 0.141 |
| muxes | 0.0276 |
metrics by stage:
step,util,power (W)
after floorplan,-,0.000266
after detailed placement,0.343,0.000350
after global routing,0.347,0.000455
after global placement,0.343,0.000350
after CTS,0.347,0.000425
final,0.347,0.000419
final timing paths:
| check | start | to | slack, ps | cells past startpoint |
|---|---|---|---|---|
| worst min-delay path | S[9] | S[9] | 470 | 2 |
| worst max-delay path | A[0] | S[20] | 4420 | 10 |
| worst min register to register | S[9] | S[9] | 470 | 2 |
| worst max register to register | S[27] | S[27] | 7740 | 3 |
power by group through the flow:
stage	Combinational, W	Sequential [W]	Clock [W]
4_1_cts	0.000197	0.000152	0.0000764
5_1_grt	0.000219	0.000154	0.0000824
6_report	0.000195	0.000151	0.0000726
routing by layer:
metal	vias up	global-route usage	wire length, um
met2	65	0.169	3560
met4	0	0.0134	93
met1	1186	0.163	4030
met5	-	0	0
li1	1357	-	-
met3	6	0.0164	477
Power is estimated from default activity; no workload was simulated.
