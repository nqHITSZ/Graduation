### flow/design.v
module Accumulator #
(
    parameter DIN_DATA_WIDTH = 8,
    parameter DOUT_DATA_WIDTH = 28
)
(
    input clk, sclr,
    input [DIN_DATA_WIDTH-1 : 0] B,
    input ce, bypass,
    output reg [DOUT_DATA_WIDTH-1 : 0] Q
);
always @(posedge clk)
    if(sclr)
        Q <= 0;
    else if(ce)
        Q <= bypass? B : Q + B ;
endmodule
`timescale 1ns / 1ps
module  CoordinateGen #
(
    parameter DIN_DATA_WIDTH = 8,
    parameter ROW = 480,
    parameter COL = 640
)
(
    input clk, rst,
    input din_valid,
    output reg [9:0] col_cnt, 
    output reg [9:0] row_cnt
);
always @ (posedge clk) begin
    if(rst)
        col_cnt <= 0;
    else if(!din_valid)
        col_cnt <= 0;
    else
        col_cnt <= (col_cnt==COL-1) ? 0 : col_cnt + 1;
end
always @ (posedge clk) begin
    if(rst)
        row_cnt <= 0;
    else if(!din_valid)
        row_cnt <= 0;
    else if(col_cnt==COL-1)
        row_cnt <= (row_cnt==ROW-1) ? 0 : row_cnt + 1;
end
endmodule
`timescale 1ns / 1ps
module ImgIntergral #
(
    parameter DIN_DATA_WIDTH = 8,
    parameter DOUT_DATA_WIDTH = 28,
    parameter ROW = 480,
    parameter COL = 640
)
(
    input clk, rst,
    input [DIN_DATA_WIDTH-1 : 0]din,
    input din_valid,
    output [DOUT_DATA_WIDTH-1 : 0]dout,
    output dout_valid,
    output [9:0]o_col_cnt, o_row_cnt
);
reg is_first_row, is_first_col, is_last_row, is_last_col;
wire [DOUT_DATA_WIDTH-1 : 0] row_acc_xy,inte_xpy;  
reg [DOUT_DATA_WIDTH-1 : 0] inte_xy; 
wire fifo_we,fifo_re;
wire [9:0] col_cnt, row_cnt;
localparam maxValidLatency = 2;
integer i;
reg delay_valid [maxValidLatency-1:0];
always @(posedge clk) begin
    for(i=0; i<maxValidLatency-1; i=i+1)
        delay_valid[i+1] <= delay_valid[i];
    delay_valid[0] <= din_valid;
end
reg [9:0] delay_col_cnt [maxValidLatency-1:0];
reg [9:0] delay_row_cnt [maxValidLatency-1:0];
always @(posedge clk) begin
    for(i=0; i<maxValidLatency-1; i=i+1)
        delay_col_cnt[i+1] <= delay_col_cnt[i];
    delay_col_cnt[0] <= col_cnt;
end
always @(posedge clk) begin
    for(i=0; i<maxValidLatency-1; i=i+1)
        delay_row_cnt[i+1] <= delay_row_cnt[i];
    delay_row_cnt[0] <= row_cnt;
end
localparam maxBoundaryFlag = 2;
reg  delay_is_first_row [maxBoundaryFlag-1:0];
always @(posedge clk) begin
        for(i=0; i<maxValidLatency-1; i=i+1)
            delay_is_first_row[i+1] <= delay_is_first_row[i];
        delay_is_first_row[0] <= is_first_row;
end
assign fifo_re = ~is_first_row;
assign fifo_we = delay_valid[maxBoundaryFlag-1];
CoordinateGen#
(
    .ROW(ROW),
    .COL(COL)
)
IBF_u
(
    .clk(clk),
    .rst(rst),
    .din_valid(din_valid),
    .col_cnt(col_cnt), 
    .row_cnt(row_cnt)
);
always @* begin
    is_first_row = row_cnt==0;
    is_last_row = row_cnt==ROW-1;
    is_first_col = col_cnt==0;
    is_last_col = col_cnt==COL-1;
end
fifo #
(
    .DATA_DEPTH(COL),
    .DATA_WIDTH(DOUT_DATA_WIDTH)
)
fifo_inte_xy_u
(
    .clk(clk),
    .rst(rst),
    .wr_data_i(inte_xy),
    .wr_en_i(fifo_we),
    .rd_data_o(inte_xpy),
    .rd_en_i(fifo_re),
    .full_o(),
    .empty_o()
);
Accumulator #
(
    .DIN_DATA_WIDTH(DIN_DATA_WIDTH),
    .DOUT_DATA_WIDTH(DOUT_DATA_WIDTH)
)
row_accu_u
(
    .clk(clk),
    .sclr(rst),
    .B(din),
    .ce(din_valid), 
    .bypass(is_first_col),
    .Q(row_acc_xy)
);
always @(posedge clk)
    if(rst)
        inte_xy <=0;
    else if(delay_is_first_row[0])
        inte_xy <= row_acc_xy;
    else
        inte_xy <= row_acc_xy + inte_xpy;
assign dout = inte_xy;
assign dout_valid = delay_valid[1]; 
assign o_col_cnt = delay_col_cnt[1];
assign o_row_cnt = delay_row_cnt[1];
endmodule
module fifo
#(
    parameter DATA_DEPTH = 640,
    parameter DATA_WIDTH = 8
)
(
    input    clk,
    input    rst,
    input [DATA_WIDTH-1:0]  wr_data_i,
    input    wr_en_i,
    output [DATA_WIDTH-1:0] rd_data_o,
    input    rd_en_i,
    output    full_o,
    output    empty_o
);
localparam DW = DATA_WIDTH;
function integer clogb2 (input integer bit_depth);                                   
begin                                                                              
    for(clogb2=0; bit_depth>0; clogb2=clogb2+1)                                      
    bit_depth = bit_depth >> 1;                                                    
end                                                                                
endfunction                                                                          
localparam integer AW = clogb2(DATA_DEPTH-1);  
reg [AW:0] write_pointer;
reg [AW:0] read_pointer;
wire empty_int = (write_pointer[AW] == read_pointer[AW]);
wire full_or_empty = (write_pointer[AW-1:0] == read_pointer[AW-1:0]);
assign full_o  = full_or_empty & !empty_int;
assign empty_o = full_or_empty & empty_int;
always @(posedge clk) begin
    if (wr_en_i) begin
        write_pointer[AW-1:0] <= (write_pointer[AW-1:0]==DATA_DEPTH-1)? 0 : write_pointer[AW-1:0] + 1'd1;
        write_pointer[AW] <= (write_pointer[AW-1:0]==DATA_DEPTH-1) ? write_pointer[AW] + 1'd1 : write_pointer[AW];
    end
    if (rd_en_i) begin
        read_pointer[AW-1:0] <= (read_pointer[AW-1:0]==DATA_DEPTH-1)? 0 : read_pointer[AW-1:0] + 1'd1;
        read_pointer[AW] <= (read_pointer[AW-1:0]==DATA_DEPTH-1) ? read_pointer[AW] + 1'd1 : read_pointer[AW];
    end
    if (rst) begin
        read_pointer  <= 0;
        write_pointer <= 0;
    end
end
bram_sd
#(
    .DATA_DEPTH(DATA_DEPTH),
    .DATA_WIDTH(DATA_WIDTH),
    .ADDR_WIDTH(AW)
)
fifo_ram
(
    .clk(clk),
    .dout(rd_data_o),
    .raddr(read_pointer[AW-1:0]),
    .re(rd_en_i),
    .waddr(write_pointer[AW-1:0]),
    .we(wr_en_i),
    .din(wr_data_i)
);
endmodule
`timescale 1ns / 1ps
module bram_sd
#(
    parameter ADDR_WIDTH = 10,
    parameter DATA_DEPTH = 640,
    parameter DATA_WIDTH = 28
)
(
    input clk,
    input [ADDR_WIDTH-1:0]  raddr,
    input re,
    input [ADDR_WIDTH-1:0]  waddr,
    input we,
    input [DATA_WIDTH-1:0]  din,
    output [DATA_WIDTH-1:0] dout
);
(* ram_style = "block" *) reg [DATA_WIDTH-1:0] mem [DATA_DEPTH-1:0];
reg [DATA_WIDTH-1:0]     rdata;
always @(posedge clk) begin
  if (we)
    mem[waddr] <= din;
  if (re)
    rdata <= mem[raddr];
end
assign dout = rdata;
endmodule
### flow/run.sh
#!/bin/bash
# OpenROAD 26Q1-2900-gdf79404cd8, Yosys 0.63+post, stock flow scripts
make -C /OpenROAD-flow-scripts/flow DESIGN_CONFIG=/design/flow/config.mk WORK_HOME=/design/flow/orfs finish
### flow/config.mk
export PLATFORM = sky130hd
export DESIGN_NAME = ImgIntergral
export DESIGN_NICKNAME = ImgIntergral
export VERILOG_FILES = /design/flow/design.v
export SDC_FILE = /design/flow/constraint.sdc
export NUM_CORES = 4
export LEC_CHECK = 1
export CORE_UTILIZATION = 40
export SYNTH_MEMORY_MAX_BITS = 65536
### flow/constraint.sdc
current_design ImgIntergral

set clk_period 398.4
set clk_io_pct 0.2

create_clock -name clk0 -period $clk_period [get_ports {clk}]

set non_clock_inputs [all_inputs -no_clocks]
set_input_delay [expr $clk_period * $clk_io_pct] -clock clk0 $non_clock_inputs
set_output_delay [expr $clk_period * $clk_io_pct] -clock clk0 [all_outputs]
==> impl_metrics.tcl <==
# implementation run metrics
set metrics [dict create \
    hold_class "reg2reg" \
    vias_per_cell 5.880 \
    finalCritPeriodShare_pct 20.88 \
    crit_fanout 55 \
    power_leakage_uw 0.2429 \
    fin_skew_ns 0.2255 \
    finalMaxSlewViolations 14 \
    async_flop_share_pct 0 \
    core_sq_um 1723000 \
    yosysUniqueCellTypes 84 \
    numClockSinks 18090 \
    gp_congestion 0.9444 \
    wl_per_cell_um 38.43 \
    grt_pass1_vias 362800 \
    ant_nets 0 \
    initial_core_util_pct 40.15 \
    numPortBuffers 59 \
    crit_arrival_ns 3.51 \
    dpl.hpwl_mm 1286 \
    ys_cells 29040 \
    topCellsByArea "edfxtp_1 78%, mux4_2 16%, mux2i_1 1.1%" \
    violations "slew limit" \
    netlist_area_sq_um 691700 \
    area_growth_pct 14.30 \
    first_pass_iters 8 \
    drive_gt1_share_pct 31.77 \
    numCtsBuffers 1814 \
    grt_antenna_before_repair 190 \
    yosysChipArea_sq_um 691700 \
    crit_type "reg2out" \
    postLayoutCoreUtil_pct 45.89 \
    status "finished, violations left" \
    dieWidth_mm 1.317 \
    yosys.area.top_type_share_pct 77.92 \
    synth_seq_share_pct 78.32 \
    detailedPlace.worstSlack_ns 315.12 \
    drv_cap 0 \
    yosysWarnings 9 \
    flop_cell "edfxtp_1" \
    cts_tree "yes" \
    yosys.area.top_type "edfxtp_1" \
    required_ns 318.72 \
    nFillCells 137700 \
    clock_latency_ns 1.48 \
    grt_max_degree 145 \
    die_area_sq_um 1735000 \
    drt_iter0_drc 23930 \
    total_power_uw 3722 \
    ioPinCount 60 \
    drcViolationCount 0 \
    warnings 73 \
    tightest_slew_ns 1.507 \
    cts-root-buf "clkbuf_16" \
    h-tree-depth 7 \
    hold_violations 0 \
    cts_resized 0 \
    num_vias 329500 \
    crit_path_end_kind "primary output" \
    synth_cells 29040 \
    finalNonFillerCells 56030 \
    grt_setup_unrepaired "false" \
    start_kind "flop" \
    track_usage_pct 27.51 \
    edf_count 17950 \
    tns_ns 0 \
    die_h_mm 1.317 \
    setup_viol 0 \
    fmax_mhz 12.02 \
    post-route-min-period_ns 83.19 \
    post-cts-setup-buffers 0 \
    rows 482 \
    ys_ff 18090 \
    finalWirelength_mm 2153 \
    grt_pass1_wl_mm 2930 \
    placed_cells 52460 \
    synth_area_per_cell_sq_um 23.82 \
    clockBufferDepth 6 \
    clk_pin_slew_ns 0.06 \
    power_density_nw_per_um2 4.708 \
    holdBufCountCts 0 \
    setup_ws_ns 315.21 \
    ir_drop_mv 0.004155 \
    overflow 0 \
    slew_headroom_pct -0.4638 \
]
==> critical path, cell delays in order (launching register included) <==
cell and delay, ns:
dfxtp_4 0.74, buf_12 0.29, buf_4 0.36, clkdlybuf4s50_1 0.52
==> report_power, final <==
group	internal, uW	leakage, uW	switching [uW]	total, uW
clock	928	0.0274	703	1630
sequential	2070	0.168	0.768	2070
combinational	3.15	0.0475	18.0	21.2
total	3000	0.243	722	3720
==> placed cells by master (no fill, tap or decap), types with 64 or more instances in the layout <==
master / n
a211oi_1: 128
a21oi_1: 305
a221oi_1: 161
a22oi_1: 237
buf_4: 1969
bufinv_16: 139
clkbuf_1: 339
clkbuf_16: 1834
clkinv_1: 473
clkinv_2: 347
dfxtp_1: 100
diode_2: 333
edfxtp_1: 17950
mux2i_1: 752
mux4_2: 5010
nand2_1: 345
nand3_1: 78
nor2_1: 234
nor2_4: 624
nor3_1: 78
o21ai_0: 177
o221ai_1: 64
o22ai_1: 226
==> Yosys cell counts (all sizes together), types with 21 or more instances <==
master       n
edfxtp   17950
mux4      5010
buf       1032
nor2       866
mux2i      757
clkbuf     619
nand2      382
a21oi      315
a22oi      239
o22ai      226
o21ai      205
a221oi     165
dfxtp      139
a211oi     130
nand3      110
nor3        93
o221ai      64
and3        50
mux2        50
a22o        49
ha          44
xnor2       44
o211ai      39
nand4       37
xor2        31
a31oi       29
inv         29
nor2b       29
a2111oi     27
and2        21
or2         21
==> final cells by class <==
type | instances | area, sq um | area share [%]
sequential | 18090 | 541900 | 68.54
multi-input combinational | 9266 | 146600 | 18.54
clock buffer | 2183 | 47280 | 5.980
tap | 22990 | 28770 | 3.638
timing repair buffer | 2080 | 16420 | 2.077
clock inverter | 1056 | 8656 | 1.095
antenna | 333 | 833.3 | 0.1054
inverter | 32 | 150.1 | 0.01899
==> path summary, 6_finish.rpt <==
kind                                  startpoint                           endpoint  slack, ns  cells past startpoint
setup / recovery                      inte_xy[7]                            dout[7]     315.21                      3
hold / removal               delay_col_cnt[0][2]                delay_col_cnt[1][2]       0.32                      0
setup reg to reg  fifo_inte_xy_u.read_pointer[0]  fifo_inte_xy_u.fifo_ram.rdata[10]     388.52                     16
hold reg to reg              delay_col_cnt[0][2]                delay_col_cnt[1][2]       0.32                      0
==> registers in the layout (all words and copies together) (netlist names) <==
signal / cells
fifo_inte_xy_u.write_pointer: 10
row_accu_u.Q: 28
delay_valid: 2
delay_is_first_row: 1
IBF_u.col_cnt: 10
fifo_inte_xy_u.fifo_ram.mem: 17920
IBF_u.row_cnt: 10
fifo_inte_xy_u.fifo_ram.rdata: 28
inte_xy: 28
delay_row_cnt: 20
fifo_inte_xy_u.read_pointer: 10
delay_col_cnt: 20
==> metrics by stage <==
| stage | hold WS (ns) | area, sq um |
|---|---|---|
| finish | 0.3236 | 790600 |
| global route | 0.3330 | 790200 |
| CTS | 0.3280 | 789800 |
| detailed placement | 0.3132 | 733800 |
| global placement | 0.3136 | 733700 |
| floorplan | 0.3096 | 691700 |
==> kinds of logic (layout without fill, tap and decap cells) <==
logic type / Yosys count / after routing / synth area share, %
buffers and inverters: 1683 / 5351 / 1.333
adder cells (fa/ha/maj): 46 / 46 / 0.08538
AND/OR/NAND/NOR: 1687 / 1687 / 1.044
flip-flops: 18090 / 18090 / 78.32
XOR/XNOR: 75 / 75 / 0.09496
AND-OR/OR-AND: 1641 / 1641 / 1.634
other: 0 / 333 / 0
multiplexers: 5817 / 5817 / 17.49
==> routing by layer <==
layer	wire (um)	vias up	global-route usage, %	share of wire [%]
li1	-	130400	-	-
met1	546500	165700	25.48	25
met5	13330	-	7.750	0.62
met2	949900	28430	36.97	44
met4	138900	280	13.38	6.5
met3	504500	4665	28.26	23
Power figures rest on the tool's default switching activity, not on a simulated workload.
